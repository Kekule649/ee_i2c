File: /design/flow/design.v
module alu(a,b,op,zero,result);
input [31:0] a,b;
input [2:0] op;
output reg zero;
output reg [31:0] result;
always @(a or b or op)
begin
case(op)
 3'b000: result=a+b;
 3'b001: result=a-b;
 3'b101: result=a<b;
 3'b011: result=a|b;
 3'b010: result=a&b;
 3'b100: result=a==b;
 default: result=3'b0;
 endcase
end
always @ (result)
begin
zero = result?0:1;
end
endmodule
module tb_alu();
reg [31:0] a,b;
reg [2:0] op;
wire zero;
wire [31:0] result;
alu tb(.a(a),.b(b),.op(op),.zero(zero),.result(result));
initial begin
a=32'b00000000000000000000000000010111; b=32'b00000000000000000000000000000101;
end
initial begin
op = 3'b000;
$display("ADD: %b + %b = %b",a,b,result);
#500 op = 3'b001;
$display("SUB: %b - %b = %b",a,b,result);
#500 op = 3'b010;
$display("AND: %b & %b = %b",a,b,result);
#500 op = 3'b011;
$display("OR: %b | %b = %b",a,b,result);
#500 op = 3'b100;
$display("EQU: %b == %b = %b",a,b,result);
#500 op = 3'b101;
$display("LESS: %b < %b = %b",a,b,result);
#500 a=32'b00000000000000000000000000000101; b=32'b00000000000000000000000000010111;
#30;
end
endmodule
File: /design/flow/run.sh
#!/bin/bash
# OpenROAD 26Q1-2900-gdf79404cd8, Yosys 0.63+post, stock flow scripts
make -C /OpenROAD-flow-scripts/flow DESIGN_CONFIG=/design/flow/config.mk WORK_HOME=/design/flow/orfs finish
File: /design/flow/config.mk
export PLATFORM = sky130hd
export DESIGN_NAME = alu
export DESIGN_NICKNAME = alu
export VERILOG_FILES = /design/flow/design.v
export SDC_FILE = /design/flow/constraint.sdc
export NUM_CORES = 4
export LEC_CHECK = 1
export CORE_UTILIZATION = 50
File: /design/flow/constraint.sdc
current_design alu

set clk_period 24.4
set clk_io_pct 0.2

create_clock -name clk0 -period $clk_period

set non_clock_inputs [all_inputs -no_clocks]
set_input_delay [expr $clk_period * $clk_io_pct] -clock clk0 $non_clock_inputs
set_output_delay [expr $clk_period * $clk_io_pct] -clock clk0 [all_outputs]
==> Changelog: implementation <==
### Metrics

* Gpl congestion at a little under 1
* Transition time of the tightest slew-check pin at 0.911 ns
* Setup violators final at 0
* PortBufs at about 100
* Worst Path Arrival at a little under 10 ns
* CP delay by family, top: simple AND/OR/NAND/NOR gates
* Die height at 108 um
* Distinct lib cells at between 80 and 90
* Cell mode on critical path: clkdlybuf4s50_1
* Post-Synthesis Cell Area at around 0.0056 sq mm
* YS chip area at 0.00563 sq mm
* Via density per instance at between 6 and 7
* Die ar. at between 0.01 and 0.015 sq mm
* Syn Area/Cell at 6.70 sq um
* Critical path's largest stage delay at approximately 0.64 ns
* Setup_tns at 0 ns
* Power per cell area at between 20 and 25 mW/mm^2
* Largest driver fanout on the critical path at 9
* Status: finished clean
* Fmax at 68.3 MHz
* CP endpoint kind: output port
* Final Hold Fails at 0
* WP data required at ~20 ns
* Final WL at approximately 20000 um
* Post-DP HPWL at 15700 um
* Tmin final at between 10 and 15 ns
* FP Util at between 50% and 60%
* Vias in the first global route at 5889
* Yosys stat cell total at 839
* WP buf/inv at 3
* CP Launch Type: primary input
* Synth Seq Share at 0%
* Sequential cell area at 0 sq um
* Hold bufs inserted after CTS at 0
* # IOs at approximately 100
* Grt total ovfl at 0
* TritonRoute pass-1 iters at 5
* Cells after Synth at 839
* First-pass GRT wire length at 30400 um
* Fraction of layout cells with a size suffix above 1 at under 10%
* Core ar. at approximately 0.011 sq mm
* WHS Path Cells at 5
* DP Worst Slack at around 9.9 ns
* Min-delay src: op[0]
* Initial antenna violation count at 0
* Seq Cell Count at 0
* GRT Resource Usage Total at 33.4%
* Rows at 38
* Synth warnings at 1
* Die width at about 110 um
* WL per Instance at 18.9 um
* Tally of filler cells in the layout at between 900 and 1000
* Final WS setup at around 9.8 ns
* DR iter-0 viols at between 400 and 500
* Largest net degree at the start of global routing at between 60 and 70
* Crit-path cells: clkdlybuf4s50_1, inv_1, ha_1, or2_1, or3_1, nor4b_4, a211o_2, a21oi_2, o31ai_1, nand2_1, or4_1, nor4_1, nand3_1, nor4_2, clkdlybuf4s50_1
* Remaining DRCs at 0
* Number of nets with antenna violations after routing at 0
* P_leak at about 3.0 nW
* Worst path slowest cell: or4_1
* OpenROAD warnings at 110
* Vias at 6599
* Clock buffers at 0
* Max cap viols at 0
* Setup CP Type: in -> out
* Number of post-CTS setup repair buffers at 0
* Peak VDD IR at 0.0204 mV
* Layout area overhead at 17.5%
* Antenna diodes at 0
* Resize count post-CTS at 0
* RSZ-0062 raised after global routing: no
* Max-slew violations at 0
* Hold EP: result[7]
* Hold WC Path Type: in -> out
* Tcrit/Tclk final at 60.0%
* Max_slew headroom at between 30% and 40%
synthesized netlist by cell type (4+ instances only):
master	number	area [sq um]
xnor2_1	17	149
or4_1	8	60.1
nand3_1	15	75.1
o31ai_1	13	97.6
a21oi_1	54	270
ha_1	109	1360
a22o_1	4	35.0
nor2_1	60	225
o21ai_0	49	245
nand2_1	71	267
buf_4	4	30.0
mux2i_1	5	50.1
a211oi_1	20	150
o41ai_1	4	35.0
o211ai_1	28	210
o21bai_1	5	37.5
a21o_1	20	150
nor2b_1	10	62.6
o221ai_1	4	35.0
o21a_1	5	37.5
and3_1	6	37.5
buf_2	12	60.1
nand2b_1	5	31.3
clkbuf_1	26	97.6
a22oi_1	4	30.0
buf_1	6	22.5
a211o_1	6	52.6
inv_1	96	360
a221oi_1	4	35.0
and2_1	6	37.5
a31oi_1	11	68.8
nor3_1	25	125
or3_1	8	50.1
nor4_1	16	100
o22ai_1	12	75.1
and4_1	6	52.6
nand4_1	7	43.8
layer usage:
| layer | vias up | track usage [%] | share of wire (%) |
|---|---|---|---|
| met5 | - | 0 | 0 |
| met4 | 0 | 7.14 | 2.4 |
| met3 | 34 | 3.07 | 7.2 |
| met2 | 289 | 56.5 | 46 |
| met1 | 3080 | 46.1 | 44 |
| li1 | 3196 | - | - |
report_power, final:
| part | internal, mW | switching, mW | total (mW) |
|---|---|---|---|
| sequential | 0 | 0 | 0 |
| combinational | 0.0655 | 0.0887 | 0.154 |
| clock | 0 | 0 | 0 |
| total | 0.0655 | 0.0887 | 0.154 |
through the flow:
stage | std cells | hold slack (ns) | utilization, % | power [mW] | cell area, sq um
after detailed placement | 1035 | 10.83 | 60.7 | 0.150 | 6610
after global routing | 1035 | 10.91 | 60.7 | 0.167 | 6610
after floorplan | 839 | 9.92 | - | 0.0965 | 5630
after global placement | 1035 | 10.82 | 60.7 | 0.150 | 6610
final | 1035 | 10.83 | 60.7 | 0.154 | 6610
after CTS | 1035 | 10.84 | 60.7 | 0.151 | 6610
worst max-delay path by stage:
| stage | from | end | slack (ns) | depth (start not counted) |
|---|---|---|---|---|
| CTS | a[14] | zero | 9.83 | 15 |
| finish | a[14] | zero | 9.76 | 15 |
| global route | a[2] | zero | 9.62 | 15 |
layout by cell type, fill, tap and decap left out, types with 5 or more instances in the layout:
cell             instances
o21ai_0                 49
mux2i_1                  5
nor4_1                  16
and2_1                   6
a31oi_1                 11
or4_1                    8
a211o_1                  6
o21a_1                   5
and3_1                   6
buf_4                    6
a211oi_1                20
a21oi_1                 54
o21bai_1                 5
nand3_1                 15
ha_1                   109
o31ai_1                 13
o211ai_1                28
or3_1                    8
nand2_1                 71
a21o_1                  20
nor2_1                  60
nand2b_1                 5
o22ai_1                 12
nand4_1                  7
nor3_1                  25
clkdlybuf4s50_1         99
inv_1                   96
xnor2_1                 17
nor2b_1                 10
and4_1                   6
area by class of cell:
cell class,count,area [sq um],share of cell area (%)
inverter,98,368,5.57
tap,140,175,2.65
timing repair buffer,106,1040,15.8
multi-input combinational,691,5020,76.0
tightest hold or removal path, cell delays in order:
cell and delay, ns:
buf_2 0.10, buf_4 0.24, o21ai_0 0.21, o22ai_1 0.10
clkdlybuf4s50_1 0.41
cell families (layout without fill, tap and decap cells):
group	count (synthesis)	count (layout)	share of synthesized area, %
multiplexers	7	7	1.29
buffers and inverters	148	204	10.7
XOR/XNOR	20	20	3.11
AND/OR/NAND/NOR	264	264	24.5
AND-OR/OR-AND	289	289	35.5
adder cells (fa/ha/maj)	111	111	25.0
Power figures rest on the tool's default switching activity, not on a simulated workload.
