==> design/flow/config.mk <==
export PLATFORM = sky130hd
export DESIGN_NAME = register_file
export DESIGN_NICKNAME = register_file
export VERILOG_FILES = /design/flow/design.v
export SDC_FILE = /design/flow/constraint.sdc
export NUM_CORES = 4
export LEC_CHECK = 1
export CORE_UTILIZATION = 40
==> design/flow/constraint.sdc <==
current_design register_file

set clk_period 6.4
set clk_io_pct 0.2

create_clock -name clk0 -period $clk_period [get_ports {clk}]

set non_clock_inputs [all_inputs -no_clocks]
set_input_delay [expr $clk_period * $clk_io_pct] -clock clk0 $non_clock_inputs
set_output_delay [expr $clk_period * $clk_io_pct] -clock clk0 [all_outputs]
==> design/flow/design.v <==
module register_file(rs1,rs2,rd,writedata,regwrite,rd1,rd2,clk);
input [4:0] rs1,rs2,rd;
input [31:0] writedata;
input regwrite,clk;
output [31:0] rd1,rd2;
reg [31:0] rf [31:0];
assign rd1 = rf[rs1];
assign rd2 = rf[rs2];
integer i;
initial 
begin
  for(i=0; i<32; i=i+1)
 begin
 rf[i] = i;
 end
end
always @(posedge clk)
if (regwrite)
 begin
 rf[rd] = writedata;
 end
endmodule
==> design/flow/run.sh <==
#!/bin/bash
# OpenROAD 26Q1-2900-gdf79404cd8, Yosys 0.63+post, stock flow scripts
make -C /OpenROAD-flow-scripts/flow DESIGN_CONFIG=/design/flow/config.mk WORK_HOME=/design/flow/orfs finish
==> impl_metrics.ini <==
; implementation run metrics
[yosys]
synth.top_cells.by_area = sky130_fd_sc_hd__edfxtp_1 (63%), sky130_fd_sc_hd__mux2i_1 (21%), sky130_fd_sc_hd__a22oi_1 (3.0%)
synth_cells = 3386
yosys.area_share.xor_xnor = 0
synth.mux.area_fraction = 0.210
post_synth_and_or_nand_nor_area_fraction = 0.0471
ys_ff = 1024
synth_warnings = 1
synth_chip_area_um2 = 48800
synth-seq-area-share = 0.630
netlist_logic_family_top = multiplexers
synth_top_area_share = 0.630
synth.avg_cell_area_um2 = 14.4
synthAoiAreaFrac = 0.0804
synth.cellmix.adderShare = 0
netlist-cell-type-count = 23
ys_cells = 3386
syn_area_um2 = 48800
cell_accounting_for_the_most_synthesized_area = sky130_fd_sc_hd__edfxtp_1

[setup_path]
critical_path.startpoint_type = input port
critical_path.n_buffers_inverters = 3
cpMaxStageDelayCell = sky130_fd_sc_hd__and2_4
criticalPathCategory = in2out
family_with_the_most_delay_on_the_worst_path = buffers and inverters
cpMostUsedCell = sky130_fd_sc_hd__clkdlybuf4s50_1
critPathRequiredTime_ps = 5120
crit_path_cell_trace = clkdlybuf4s50_1 > and2_4 > buf_12 > a22oi_1 > a31oi_1 > nand3_1 > clkdlybuf4s50_1
worstSetupEndpointType = primary output
maximum_fanout_encountered_on_the_critical_timing_path = 40
crit_arrival_ps = 4290
slowest_delay_ps = 750

[global_routing]
grt_start_max_net_pins = 81
gr-total-overflow = 0
grt_pass1_wl_mm = 216
grt_antenna_before_repair = 7
grt_util_overall = 0.262
first_global_vias = 32009

[floorplanning]
io-pin-count = 113
chipArea_um2 = 123000
floorplan_die_width_um = 351
fp-row-count = 127
dieHeight_um = 351
fp-utilization = 0.405
fp.coreArea_um2 = 120000

[final_timing]
grt_setup_unrepaired = no
fmax_mhz = 180
tns_ps = 0
finalCritPeriodShare = 0.870
final-hold-violation-count = 0
slew_violations = 0
maxSlewHeadroom = 0.354
tightestPinTransition_ps = 969
setup_viol_count_final = 0
worst_slack_ps = 834
period_minus_slack_ps = 5570

[route]
first_pass_iters = 5
ant_nets = 0
drt_drc_violations_left = 0
totalWireLength_mm = 150
post_drt_via_cell_ratio = 5.91
route.vias.total = 30836
detailedRoute.firstIterationViolations = 1989
post_drt_wl_per_cell_um = 28.8

[finish]
areaGrowthSynthToFinish_pct = 14.3
number_of_inserted_filler_cells_in_the_final_layout = 10404
final_core_utilization = 0.463
largest_reg_flops = 1024
drive_above_1_share = 0.100

[run_status]
outcome = finished, final reports clean

[job]
drv_cap = 0
openroad.warnings = 26

[placement]
hpwl_mm = 87.1
buffer_ports.inserted = 112
gp_routability_congestion = 0.880
pre_cts_ws_ps = 896

[pwr]
power_leakage_nw = 20.4
vdd_drop_max_mv = 0.187
power_density_nw_per_um2 = 267
total_power_mw = 14.9

[worst_hold_path]
worst_hold_path_type = in2reg

[clock_tree]
cts_buffer_depth = 3
clk_pin_slew_worst_paths_ps = 60
postCtsSetupBuffers = 0
post_cts.resized_instances = 0
tritoncts = yes
clkSinkCount = 1024
ctsHoldBuffers = 0
total_number_of_h_tree_levels = 3
numCtsBuffers = 105
root_buffer = sky130_fd_sc_hd__clkbuf_16
==> report_power, final <==
| part | internal (mW) | switching, mW |
|---|---|---|
| clock | 3.46 | 2.52 |
| sequential | 7.46 | 0.0316 |
| combinational | 0.547 | 0.857 |
==> cells by family (layout without fill, tap and decap cells) <==
logic type             count (synthesis)  count (layout)
multiplexers                        1024            1024
flip-flops                          1024            1024
AND-OR/OR-AND                        576             576
AND/OR/NAND/NOR                      509             509
buffers and inverters                253             470
other                                  0               1
==> per-stage QoR <==
stage          hold WS [ps]  area, µm²  cells
6_report               1430      55800   5216
5_1_grt                1430      55800   5215
4_1_cts                1390      55800   5215
3_5_place_dp           2110      52500   5027
3_3_place_gp           2110      52500   5027
2_1_floorplan          1380      48800   3386
==> final cells by class <==
type | instances | area [µm²] | share of cell area
multi-input cells | 2109 | 16800 | 0.301
diodes | 1 | 2.50 | 0.0000449
repair buffers | 282 | 2910 | 0.0521
clock inverters | 51 | 477 | 0.00855
well taps | 1612 | 2020 | 0.0362
flip-flops and latches | 1024 | 30700 | 0.551
clock buffers | 137 | 2830 | 0.0508
==> routing by layer <==
| layer | global-route usage | vias to the layer above | part of all wire |
|---|---|---|---|
| met4 | 0.0697 | 12 | 0.034 |
| met3 | 0.150 | 288 | 0.14 |
| met1 | 0.330 | 15213 | 0.36 |
| li1 | - | 13656 | - |
| met2 | 0.400 | 1667 | 0.47 |
| met5 | 0.00118 | - | 0.00053 |
==> cells in the final DEF, fill, tap and decap left out, types with 3 or more instances in the layout <==
cell type,Yosys,routed
sky130_fd_sc_hd__bufinv_16,0,9
sky130_fd_sc_hd__nand3b_1,5,5
sky130_fd_sc_hd__nor2_4,0,34
sky130_fd_sc_hd__clkinv_1,0,21
sky130_fd_sc_hd__nand2b_2,0,4
sky130_fd_sc_hd__buf_4,47,130
sky130_fd_sc_hd__a22oi_1,192,192
sky130_fd_sc_hd__nand2_1,195,193
sky130_fd_sc_hd__buf_12,0,40
sky130_fd_sc_hd__clkinvlp_4,0,3
sky130_fd_sc_hd__clkbuf_1,86,28
sky130_fd_sc_hd__mux2i_1,1024,1024
sky130_fd_sc_hd__nand3_1,194,194
sky130_fd_sc_hd__clkinv_2,0,14
sky130_fd_sc_hd__or3b_2,3,3
sky130_fd_sc_hd__clkbuf_16,0,109
sky130_fd_sc_hd__a22o_1,128,128
sky130_fd_sc_hd__a21oi_1,192,192
sky130_fd_sc_hd__nor3_1,64,64
sky130_fd_sc_hd__a31oi_1,64,64
sky130_fd_sc_hd__edfxtp_1,1024,1024
sky130_fd_sc_hd__nor2b_4,0,4
sky130_fd_sc_hd__clkdlybuf4s50_1,0,110
==> synth_stat cells <==
master                     number
sky130_fd_sc_hd__a21oi_1      192
sky130_fd_sc_hd__a22o_1       128
sky130_fd_sc_hd__a22oi_1      192
sky130_fd_sc_hd__a31oi_1       64
sky130_fd_sc_hd__and2_1         2
sky130_fd_sc_hd__buf_1          1
sky130_fd_sc_hd__buf_2         70
sky130_fd_sc_hd__buf_4         47
sky130_fd_sc_hd__buf_6         45
sky130_fd_sc_hd__clkbuf_1      86
sky130_fd_sc_hd__clkbuf_4       4
sky130_fd_sc_hd__edfxtp_1    1024
sky130_fd_sc_hd__mux2i_1     1024
sky130_fd_sc_hd__nand2_1      195
sky130_fd_sc_hd__nand2b_1       4
sky130_fd_sc_hd__nand3_1      194
sky130_fd_sc_hd__nand3b_1       5
sky130_fd_sc_hd__nor2_1        35
sky130_fd_sc_hd__nor2b_1        4
sky130_fd_sc_hd__nor3_1        64
sky130_fd_sc_hd__or2_2          2
sky130_fd_sc_hd__or3_1          1
sky130_fd_sc_hd__or3b_2         3
==> path summary, 6_finish.rpt <==
check	start	to	cells after the start
worst min-delay path	writedata[21]	rf[26][21]$_DFFE_PP_	2
worst max-delay path	rs2[0]	rd2[2]	7
